`flow/design.v`:
```
`timescale 1ns / 1ps
module sonic_sensor(
	input clk,
	input rst,
	inout sig,
	output [31:0] out_data
);
	parameter STATE_INIT 			= 0,
				 STATE_IDLE 		= 1,
				 STATE_OUT_SIG 		= 2,
				 STATE_OUT_END 		= 3,
				 STATE_WAIT750 		= 4,
				 STATE_IN_SIG_WAIT 	= 5,
				 STATE_IN_SIG 		= 6,
				 STATE_IN_SIG_END 	= 7,
				 STATE_WAIT200 		= 8,
				 STATE_PROCESS_END	= 9;
	reg [3:0] state;
	reg [31:0] echo;
	reg [32:0] counter;
	reg [31:0] result;
	wire count_5u;
	wire count_750u;
	wire count_200u;
	wire echo_fl;
	reg busy_reg;
	reg finish_reg;
	assign count_5u = counter == 499;
	assign count_750u = counter == 74998;
	assign count_200u = counter == 19999;
	assign echo_fl = (echo == 1850000)? 1 : 0;  
	assign sig = (state == STATE_OUT_SIG)? 1 : 1'bZ;
	always @(posedge clk)
	begin
		if(rst) begin
			busy_reg <= 0;
			finish_reg <= 0;
		end
		else
			case(state)
				STATE_INIT: begin
					busy_reg <= 0;
					finish_reg <= 0;
				end
				STATE_IDLE: begin
					if(req)
						busy_reg <= 1;
					else begin
						busy_reg <= 0;
						finish_reg <= 0;
					end
				end
				STATE_PROCESS_END: begin
					busy_reg <= 0;
					finish_reg <= 1;
				end
			endcase
		end
	always @(posedge clk)
	begin
		if(rst)
			state <= 0;
		else case(state)
			STATE_INIT: 		 		state <= STATE_IDLE;
			STATE_IDLE: 				state <= STATE_OUT_SIG;
			STATE_OUT_SIG:if(count_5u) 	state <= STATE_OUT_END;
			STATE_OUT_END:				state <= STATE_WAIT750;
			STATE_WAIT750:if(count_750u) 	state <= STATE_IN_SIG_WAIT;
			STATE_IN_SIG_WAIT:				state <= STATE_IN_SIG;
			STATE_IN_SIG:begin
				if(echo_fl || sig == 0) 	state <= STATE_IN_SIG_END;
			end
			STATE_IN_SIG_END:				state <= STATE_WAIT200;
			STATE_WAIT200:if(count_200u)	state <= STATE_PROCESS_END;
			STATE_PROCESS_END:				state <= STATE_IDLE;
			default: state <= STATE_INIT;
		endcase
	end
	always @(posedge clk)
	begin
		if(rst)
			counter <= 0;
		else 
			case(state)
				STATE_OUT_SIG: counter <= counter + 1;
				STATE_WAIT750: counter <= counter + 1;
				STATE_IN_SIG : counter <= counter + 1;
				STATE_WAIT200: counter <= counter + 1;
				default: counter <= 0;
			endcase	
	end
	always @(posedge clk)
	begin
		if(rst) 
			echo <= 0;
	else if(state == STATE_IN_SIG)begin
			echo <= echo + 1;
		end
	else if (state == STATE_PROCESS_END)
		echo <= 0;
	end
	always @(posedge clk)begin
		if(rst)
			result <= 0;
		else if(state == STATE_PROCESS_END)
			result <= echo;
	end
	assign out_data = result[31:0];
endmodule
```
`flow/run.sh`:
```
#!/bin/bash
# OpenROAD 26Q1-2900-gdf79404cd8, Yosys 0.63+post, stock flow scripts
make -C /OpenROAD-flow-scripts/flow DESIGN_CONFIG=/design/flow/config.mk WORK_HOME=/design/flow/orfs finish
```
`flow/config.mk`:
```
export PLATFORM = sky130hd
export DESIGN_NAME = sonic_sensor
export DESIGN_NICKNAME = sonic_sensor
export VERILOG_FILES = /design/flow/design.v
export SDC_FILE = /design/flow/constraint.sdc
export NUM_CORES = 4
export LEC_CHECK = 1
export CORE_UTILIZATION = 40
```
`flow/constraint.sdc`:
```
current_design sonic_sensor

set clk_period 6.3
set clk_io_pct 0.2

create_clock -name clk0 -period $clk_period [get_ports {clk}]

set non_clock_inputs [all_inputs -no_clocks]
set_input_delay [expr $clk_period * $clk_io_pct] -clock clk0 $non_clock_inputs
set_output_delay [expr $clk_period * $clk_io_pct] -clock clk0 [all_outputs]
```
==> ci_impl_report.md <==
## PnR job results

| Metric | Value |
|---|---|
| Total gr overflow | `0` |
| CP max stage cell | `or2_2` |
| Final hold vios | `0` |
| Crit-path max cell delay | `0.62 ns` |
| Hold Startpoint | `state[0]$_DFF_P_` |
| Die width | `roughly 110 um` |
| CP Cell Sequence | `buf_2 > buf_4 > or2_2 > nor2_1` |
| Logic area | `about 2600 um^2` |
| Tally of filler cells in the layout | `1122` |
| Vias in the first global route | `3644` |
| Count of library flops with an enable pin | `0` |
| Core area | `between 10000 and 15000 um^2` |
| Final RePlAce weighted congestion | `just over 0.8` |
| FP Rows | `40` |
| Outcome | `complete, no violations` |
| Skew final | `between 0.007 and 0.008 ns` |
| Cts hold-fix bufs | `0` |
| TNS Setup | `0 ns` |
| Worst Max-Slew Pin Slew | `approximately 0.81 ns` |
| First-pass GRT wire length | `approximately 18000 um` |
| # diodes | `0` |
| CTS sink cnt | `between 100 and 150` |
| Cell area after synthesis | `roughly 5000 um^2` |
| Seq cells post-synth | `about 110` |
| Iteration-0 DRC count of the detailed router | `around 300` |
| Clock transition at path regs | `0.07 ns` |
| Max-Cap Viols | `0` |
| Pwr/cell area | `approximately 230 nW/um^2` |
| Reg-to-reg critical path endpoint | `counter[28]$_SDFF_PP0_` |
| Core Density at Floorplan | `slightly above 40%` |
| Root buffer cell | `clkbuf_16` |
| Top cells by area | `dfxtp_1, mux2i_1, nor2_1` |
| Slew HR | `between 40% and 50%` |
| Ys flop type | `dfxtp_1` |
| Share of layout cells above drive strength 1 | `7.01%` |
| TritonCTS buffer count | `9` |
| Yosys cell count | `between 500 and 600` |
| Setup Fix Bufs, Post-CTS | `0` |
| DRC viols | `0` |
| Yosys top cell area share | `around 43%` |
| Hold EP | `state[5]$_DFF_P_` |
| CP Capture Type | `register` |
| Startpoint Class | `input port` |
| RSZ-0062 raised after global routing | `no` |
| Syn avg cell area | `just under 9 um^2` |
| Drt pass-1 iters | `4` |
| OpenROAD warning count | `27` |
| Reg2Reg Setup Slack | `4.05 ns` |
| Post-CTS Resized | `0` |
| DR WL/cell | `roughly 14 um` |
| Core Util, Final | `47.5%` |
| Max FO, Critical Path | `between 60 and 70` |
| CTS tree | `done` |
| Htree depth | `3` |
| Hpwl dp | `7150 um` |
| ANT nets after route | `0` |
| Seq share, synth | `between 40 and 50%` |
| Cell Type Count | `about 54` |
| Worst skew pair latency | `around 0.36 ns` |
| Worst reg2reg path depth | `5` |
| Die area | `~13000 um^2` |
| Sequential cell area | `~2100 um^2` |
| Final setup viols | `0` |
| Most common logic cells in the final layout | `dfxtp_1, nor2_1, mux2i_1` |
| Design Area, Final | `about 5700 um^2` |
| Maximum vdd drop | `roughly 0.19 mV` |
| Critical path type | `in2reg` |
| Ports | `35` |
| Placed cell areas | `~5400 um^2` |
| Synthesis-to-finish area growth | `15.5%` |
| Gr usage total | `18.0%` |
| Shortest period the worst path allows | `around 2.7 ns` |
| Most instantiated logic cell after routing | `dfxtp_1` |
| Final hold slack | `0.445 ns` |
| Crit path arrival time | `around 2.9 ns` |
| Worst Hold Class | `reg2reg` |
| Initial antenna violation count | `0` |
| Syn Inst Count | `roughly 570` |
| Max-slew violations | `0` |
| Largest net degree at the start of global routing | `between 60 and 70` |
| Worst hold path cell count | `2` |
| Vias | `approximately 4100` |
| Routed wire length | `around 11000 um` |
| Synth warn | `3` |
| Post-route clock period utilization | `42.4%` |
| Static leakage | `1.80 nW` |
| Area leader, netlist | `dfxtp_1` |
| I/O Buffers | `33` |
| FFs w/ async S/R, synth | `0%` |
| Via density | `roughly 5.5` |
| Chip area in the Yosys report | `between 4000 and 5000 um^2` |
| Die Ht | `approximately 110 um` |
| Maximum buffer depth of the clock tree | `2` |
| Critical Path RT | `6.52 ns` |
| Fmax | `around 0.37 GHz` |
| Crit Reg-Reg Startpoint | `counter[0]$_SDFF_PP0_` |
cells by family (layout without fill, tap and decap cells):
kind of cell,count (synthesis),after routing,synth area share (%)
XOR/XNOR,14,14,2.47
buffers and inverters,47,67,3.84
other,1,1,0.0756
AND-OR/OR-AND,80,80,10.2
multiplexers,44,44,9.06
AND/OR/NAND/NOR,268,268,30.2
adder cells (fa/ha/maj),4,4,1.01
flip-flops,107,107,43.2
per-layer routing:
metal	vias to the layer above	part of all wire (%)	global-route usage, %
met5	-	0	0
met2	69	42	25.2
li1	2117	-	-
met4	0	1.5	2.19
met3	13	4.0	2.62
met1	1940	53	30.8
per-stage QoR:
stage	power (mW)	setup slack (ns)	std cells
2_1_floorplan	0.708	3.95	565
3_3_place_gp	0.711	3.27	737
3_5_place_dp	0.711	3.25	737
4_1_cts	1.33	3.63	753
5_1_grt	1.35	3.44	753
6_report	1.32	3.63	753
worst max-delay path, delay by kind of cell:
| kind | cells | cell delay [ns] |
|---|---|---|
| buf+inv | 2 | 0.88 |
| simple gates | 2 | 0.73 |
area by class of cell:
type / count / share of cell area (%)
Multi-Input combinational cell: 411 / 45.8
Sequential cell: 107 / 37.4
Inverter: 11 / 0.721
Clock inverter: 4 / 1.27
Timing Repair Buffer: 40 / 6.60
Clock buffer: 12 / 4.48
Tap cell: 168 / 3.67
how the worst max path moves through the flow:
stage | from | slack [ns] | cells past startpoint | endpoint
after global routing | rst | 3.44 | 4 | counter[6]$_SDFF_PP0_
final | rst | 3.63 | 4 | counter[7]$_SDFF_PP0_
after CTS | rst | 3.63 | 4 | counter[11]$_SDFF_PP0_
report_power, final:
part	switching (mW)	internal, mW
Sequential	0.000883	0.677
Clock	0.251	0.370
Combinational	0.0131	0.00374
sequential cells by signal (all words and copies together) (netlist names):
signal and flops:
result 32, counter 33, echo 32, state 10
cells in the mapped netlist, types with 11 or more instances:
| library cell | count |
|---|---|
| dfxtp_1 | 107 |
| nor2_1 | 74 |
| mux2i_1 | 37 |
| a21oi_1 | 35 |
| nand2_1 | 28 |
| clkbuf_1 | 23 |
| nand3_1 | 22 |
| nand4_1 | 22 |
| nor4_1 | 20 |
| or4_1 | 17 |
| or3_1 | 14 |
| o31ai_1 | 12 |
| and4_1 | 11 |
| inv_1 | 11 |
Power is estimated from default activity; no workload was simulated.
