==> ./config.mk <==
export PLATFORM = sky130hd
export DESIGN_NAME = pwm_ctl
export DESIGN_NICKNAME = pwm_ctl
export VERILOG_FILES = /design/flow/design.v
export SDC_FILE = /design/flow/constraint.sdc
export NUM_CORES = 4
export LEC_CHECK = 1
export CORE_UTILIZATION = 50
==> ./constraint.sdc <==
current_design pwm_ctl

set clk_period 3.3
set clk_io_pct 0.2

create_clock -name clk0 -period $clk_period [get_ports {clk}]

set non_clock_inputs [all_inputs -no_clocks]
set_input_delay [expr $clk_period * $clk_io_pct] -clock clk0 $non_clock_inputs
set_output_delay [expr $clk_period * $clk_io_pct] -clock clk0 [all_outputs]
==> ./design.v <==
`timescale 1ns / 1ps
module pwm_ctl(
input clk,
input rst,
input [14:0] para_in,
input [0:0] dir_in,
output [0:0] dir_out,
output [0:0] en_out
);
parameter MAX = 19999;
reg dir;
reg dir_;
reg en;
reg [14:0] in_;
reg [31:0] counter;
wire [31:0] divflag;
reg [31:0] PWMctl_clk;
initial PWMctl_clk = MAX;
initial in_ = MAX;
assign divflag = PWMctl_clk - in_;
assign dir_out = dir;
assign en_out = en;
always @(posedge clk)begin
	if(rst)begin
		in_ <= 19999;
		dir_ <= 0;
	end
	else if(0 < para_in && para_in < PWMctl_clk)begin
		in_ <= para_in;
		dir_ <= dir_in;
	end
	else
		in_ <= MAX;
end
always @(posedge clk)begin
		if(rst)begin
			dir <= 0;
			en <= 0;
		end
		else if(divflag > counter)begin
			dir <= dir_;
			en <= 1;
		end
		else begin
			en <= 0;
		end
	end
always @(posedge clk)begin
		if(rst)begin
			counter <= 0;
		end
		else if(PWMctl_clk == counter)
			counter <= 0;
		else
			counter <= counter + 1;
	end
endmodule
==> ./run.sh <==
#!/bin/bash
# OpenROAD 26Q1-2900-gdf79404cd8, Yosys 0.63+post, stock flow scripts
make -C /OpenROAD-flow-scripts/flow DESIGN_CONFIG=/design/flow/config.mk WORK_HOME=/design/flow/orfs finish
==> impl_metrics.sql <==
-- load yosys + openroad results
INSERT INTO impl_metrics (metric_group, metric, value, unit) VALUES
('status', 'run_status', 'finished clean', ''),
('logic_synthesis', 'postSynthCellCount', '353', ''),
('worst_setup_path', 'worstPathRequired', '3.52', 'ns'),
('worst_setup_path', 'critical_path.n_buffers_inverters', '0', ''),
('detailed_routing', 'routedWlPerCell', '13.01', 'um'),
('logic_synthesis', 'synth_stat.cells', '353', ''),
('detailed_routing', 'dr.pass1.iters', '4', ''),
('finish', 'commonest_cells_after_routing_fill_and_taps_aside', 'sky130_fd_sc_hd__dfxtp_1 (50), sky130_fd_sc_hd__nor2_1 (44), sky130_fd_sc_hd__inv_1 (42)', ''),
('grt', 'via_count_of_the_first_global_routing_pass', '2262', ''),
('grt', 'grt_antenna_before_repair', '0', ''),
('die', 'fp.dieW', '78.77', 'um'),
('worst_setup_path', 'critPathMaxStageDelay', '0.54', 'ns'),
('detailed_routing', 'initialDrtViolationCount', '97', ''),
('clocking', 'htreeDepth', '2', ''),
('logic_synthesis', 'synth_cell_types', '42', ''),
('finish', 'drive_above_1_share', '5.013', '%'),
('die', 'boundaryPins', '20', ''),
('power_and_ir_drop', 'max-vdd-ir-drop', '0.2159', 'mV'),
('final_timing', 'final.period_utilization', '93.38', '%'),
('power_and_ir_drop', 'power-per-cell-area', '369.4', 'nW/um^2'),
('finish', 'logic_area', '1779', 'um^2'),
('grt', 'grt_max_degree', '28', ''),
('final_timing', 'max_slew.worst_pin.slew', '0.4970', 'ns'),
('die', 'die_y', '78.77', 'um'),
('detailed_routing', 'drt-vias-per-instance', '5.248', ''),
('grt', 'globalRouteTotalUtil', '21.43', '%'),
('detailed_routing', 'antenna_violating_nets_post_route', '0', ''),
('die', 'placementRows', '27', ''),
('finish', 'flip_flop_and_latch_area', '1001', 'um^2'),
('clocking', 'cts-buffers-inserted', '5', ''),
('worst_setup_path', 'startpoint_kind_of_the_worst_setup_timing_path', 'flop', ''),
('grt', 'global_route.overflow_total', '0', ''),
('logic_synthesis', 'ys_warn_count', '1', ''),
('worst_setup_path', 'critical_path_cell_sequence', 'o41ai_1, nor2_1, nor3_1, xor2_1, ha_1, a21oi_1, nand2_1, a221o_1, or3_1, a31o_2, a211oi_1', ''),
('placement', 'detailedPlacementHpwl', '4705', 'um'),
('die', 'design.die.area', '6204', 'um^2'),
('logic_synthesis', 'ys_dominant_reg_cell', 'sky130_fd_sc_hd__dfxtp_1', ''),
('min_path', 'hold_class', 'flop to flop', ''),
('final_timing', 'finalSetupViolations', '0', ''),
('final_timing', 'fmax', '324.5', 'MHz'),
('detailed_routing', 'route.detailed.drc', '0', ''),
('die', 'core_area', '5608', 'um^2'),
('logic_synthesis', 'synth.avg_cell_area', '8.347', 'um^2'),
('final_timing', 'final_period_minus_worst_setup_slack', '3.082', 'ns'),
('final_timing', 'max_slew_margin', '66.43', '%'),
('clocking', 'clk-insertion-delay-late', '0.29', 'ns'),
('logic_synthesis', 'proportion_of_register_bits_with_asynchronous_set_or_reset_after_synthesis', '0', '%'),
('finish', 'synthToLayoutAreaGrowth', '13.76', '%'),
('final_timing', 'final.setup.tns', '0', 'ns'),
('finish', 'most_frequent_standard_cell_in_the_layout_excluding_fill_and_tap_cells', 'sky130_fd_sc_hd__dfxtp_1', ''),
('job', 'stage_log_warnings', '26', ''),
('worst_setup_path', 'cpMaxStageDelayCell', 'sky130_fd_sc_hd__o41ai_1', ''),
('clocking', 'hold_buffers', '0', ''),
('clocking', 'clk_transition_reported_paths', '0.08', 'ns'),
('power_and_ir_drop', 'static-leakage-power', '0.001276', 'uW'),
('worst_setup_path', 'worst-endpoint-arrival', '3.30', 'ns'),
('logic_synthesis', 'synth-seq-cells', '50', ''),
('clocking', 'cts_max_path_buffers', '2', ''),
('worst_setup_path', 'path_max_fanout', '4', ''),
('job', 'max_cap_viol_count', '0', ''),
('worst_setup_path', 'critPathTopFamily', 'AND-OR/OR-AND gates', ''),
('final_timing', 'finalHoldViolations', '0', ''),
('detailed_routing', 'insertedDiodeCount', '0', ''),
('placement', 'gp_congestion', '0.9393', ''),
('finish', 'num-fill-cells', '518', ''),
('die', 'floorplan.core_util', '52.54', '%'),
('logic_synthesis', 'synth-edff-count', '0', ''),
('worst_setup_path', 'critical_path.endpoint_type', 'flop', ''),
('detailed_routing', 'num_vias', '2367', ''),
('logic_synthesis', 'ys_seq_share', '33.97', '%'),
('logic_synthesis', 'yosys.stat.chipArea', '2947', 'um^2');
sequential cells by signal, indices dropped and copies added, names as in the netlist:
name     flops
counter     32
in_         15
en           1
dir_         1
dir          1
worst paths after layout:
kind	slack [ns]	from	end	cells after the start
worst max-delay path	0.22	in_[7]	dir	11
worst min register to register	0.50	counter[0]	counter[0]	1
worst min-delay path	0.50	counter[0]	counter[0]	1
worst max register to register	0.22	in_[7]	dir	11
layer usage:
layer	up-vias	GRT usage (%)	share of wire, %
met3	6	3.617	3.6
met4	0	3.889	1.8
met1	1047	29.41	48
li1	1272	-	-
met5	-	0	0
met2	42	36.35	47
synthesized netlist by cell type (3+ instances only):
cell | number | area share (%)
sky130_fd_sc_hd__nand4_1 | 13 | 2.8
sky130_fd_sc_hd__ha_1 | 34 | 14
sky130_fd_sc_hd__o21ai_0 | 7 | 1.2
sky130_fd_sc_hd__dfxtp_1 | 50 | 34
sky130_fd_sc_hd__nor2_1 | 44 | 5.6
sky130_fd_sc_hd__nand2_1 | 18 | 2.3
sky130_fd_sc_hd__clkbuf_1 | 5 | 0.64
sky130_fd_sc_hd__and2_1 | 6 | 1.3
sky130_fd_sc_hd__inv_1 | 42 | 5.4
sky130_fd_sc_hd__xor2_1 | 3 | 0.89
sky130_fd_sc_hd__nand2b_1 | 8 | 1.7
sky130_fd_sc_hd__nand3_1 | 13 | 2.2
sky130_fd_sc_hd__nor4_1 | 11 | 2.3
sky130_fd_sc_hd__nor2b_1 | 3 | 0.64
sky130_fd_sc_hd__nor3_1 | 9 | 1.5
sky130_fd_sc_hd__xnor2_1 | 32 | 9.5
sky130_fd_sc_hd__a21oi_1 | 19 | 3.2
sky130_fd_sc_hd__or4_1 | 5 | 1.3
sky130_fd_sc_hd__or3_1 | 3 | 0.64
sky130_fd_sc_hd__and3_1 | 3 | 0.64
metrics by stage:
stage	total power (uW)	hold slack, ns	std cells	worst slack, ns	area [um^2]
finish	1238	0.5026	451	0.2183	3352
global route	1322	0.5464	451	-0.04868	3352
CTS	1240	0.5029	447	0.09561	3306
detailed placement	902.3	0.4866	440	-0.06314	3222
global placement	897.9	0.4831	440	-0.0006297	3222
floorplan	818.6	0.4441	353	0.2020	2950
final cells by class:
class,count,share of cell area [%]
timing repair buffer,25,7.391
sequential,50,29.86
tap,72,2.688
inverter,42,4.703
multi-input combinational,255,53.08
clock buffer,7,2.277
cell families after synthesis:
kind of cell    after synthesis  synth area share [%]
simple gates                145                 26.12
flops                        50                 33.97
fa+ha+maj                    34                 14.44
buf+inv                      48                 6.157
mux                           1                0.3397
xor+xnor                     36                 10.96
compound gates               39                 8.026
repair_timing:
| action | 4_1_cts | 5_1_grt |
|---|---|---|
| pin swaps | 0 | 1 |
| endpoints found under the setup margin | 1 | 1 |
| resized | 1 | 1 |
| setup buffers | 0 | 4 |
power breakdown:
part	internal (uW)	switching, uW
sequential	620	13.1
clock	146	187
combinational	136	135
total	903	335
Power figures rest on the tool's default switching activity, not on a simulated workload.
